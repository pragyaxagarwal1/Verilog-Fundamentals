--- ./design.v ---
module syncbcd(rst, clk, q);
input rst,clk;
output reg [3:0] q;
initial q=4'b0000;
always @(posedge clk) begin
if(rst==1|q==4'b1001) begin
q=4'b0000;
end
else
begin 
q=q+1;
end
end
endmodule
--- ./constraint.sdc ---
current_design syncbcd

set clk_period 1.1
set clk_io_pct 0.2

create_clock -name clk0 -period $clk_period [get_ports {clk}]

set non_clock_inputs [all_inputs -no_clocks]
set_input_delay [expr $clk_period * $clk_io_pct] -clock clk0 $non_clock_inputs
set_output_delay [expr $clk_period * $clk_io_pct] -clock clk0 [all_outputs]
--- ./config.mk ---
export PLATFORM = sky130hd
export DESIGN_NAME = syncbcd
export DESIGN_NICKNAME = syncbcd
export VERILOG_FILES = /design/flow/design.v
export SDC_FILE = /design/flow/constraint.sdc
export NUM_CORES = 4
export LEC_CHECK = 1
export CORE_AREA = 10 10 70 70
export DIE_AREA = 0 0 80 80
--- ./run.sh ---
#!/bin/bash
# OpenROAD 26Q1-2900-gdf79404cd8, Yosys 0.63+post, stock flow scripts
make -C /OpenROAD-flow-scripts/flow DESIGN_CONFIG=/design/flow/config.mk WORK_HOME=/design/flow/orfs finish
==> flow_metrics.env <==
# physical design summary
export IMPL_outcome="complete, but fails checks"
export IMPL_failed_checks="setup timing"
export IMPL_largest_reg_flops=4
export IMPL_finalClockPeriodUsage_pct=100
export IMPL_rrSetupSlack_ns=-0.0006
export IMPL_synth_compound_gate_area_share_pct=10.4
export IMPL_yosys_cells=19
export IMPL_topCombFamilyByArea="simple AND/OR/NAND/NOR gates"
export IMPL_io_pin_count=6
export IMPL_endpoint_kind="register"
export IMPL_worst_skew_ns=0.00331
export IMPL_crit_path_max_incr_delay_ns=0.37
export IMPL_grt_start_max_net_pins=6
export IMPL_holdWs_ns=0.451
export IMPL_cellLeakagePower_uw=0.000141
export IMPL_adder_share_pct=13.9
export IMPL_finalWeightedCongestion=0.690
export IMPL_synthCells=19
export IMPL_yosys_warnings=1
export IMPL_final_period_minus_worst_setup_slack_ns=1.10
export IMPL_cts_hold_repair_buffers=0
export IMPL_worst_slack_ns=-0.000552
export IMPL_post_synth_cell_area_avg_um2=9.48
export IMPL_vdd_drop_max_mv=0.815
export IMPL_clk_transition_reported_paths_ns=0.04
export IMPL_htree_depth=1
export IMPL_worst_path_max_fanout=3
export IMPL_totalNegativeSetupSlack_ns=-0.000552
export IMPL_worst_path_max_delay_cell="or3b_1"
export IMPL_route_detailed_drc=0
export IMPL_postRouteAntennaNets=0
export IMPL_tritoncts="done"
export IMPL_syn2layout_area_growth_pct=106
export IMPL_row_count=21
export IMPL_dieWidth_um=80
export IMPL_track_usage_pct=1.95
export IMPL_finalSetupViolCount=1
export IMPL_finalNonFillerCells=78
export IMPL_io_buffer_count=5
export IMPL_post_synthesis_cell_area_um2=180
export IMPL_cts_max_path_bufs=2
export IMPL_routedWlPerCell_um=7.10
export IMPL_detail_route_wirelength_um=554
export IMPL_synth_xor_area_share_pct=0
export IMPL_dp_worst_setup_slack_ns=-0.0493
export IMPL_synth_area_mux_share_pct=0
export IMPL_area_leaders="dfxtp_1, ha_1, nand4b_1"
export IMPL_drt_pass1_iterations=2
export IMPL_root_buffer="clkbuf_4"
export IMPL_die_area_mm2=0.00640
export IMPL_transition_time_of_the_tightest_slew_check_pin_ns=0.205
export IMPL_timing_critical_path_arrival_ns=1.26
export IMPL_grt_setup_unrepaired="true"
export IMPL_vias=182
export IMPL_grt_antenna_before_repair=0
export IMPL_synth_ff_latch_count=4
export IMPL_floorplanUtilization_pct=5.27
export IMPL_cpLargestDelayFamily="simple AND/OR/NAND/NOR gates"
export IMPL_cp_cell_sequence="inv_2, ha_4, or3b_1, a31oi_1"
export IMPL_worstPathBufferInverterCount=1
export IMPL_worst_ep_required_time_ns=1.26
export IMPL_core_area_mm2=0.00342
export IMPL_timing_final_hold_violations=0
export IMPL_most_common_layout_cells="dlygate4sd2_1, buf_4, clkbuf_4"
export IMPL_cellPowerDensity_mw_per_mm2=1100
export IMPL_cts_sink_count=4
export IMPL_grt_first_pass_wirelength_um=931
export IMPL_synth_largest_type_area_fraction_pct=44.4
export IMPL_placed_cells=73
export IMPL_cts_buffers_inserted=3
export IMPL_yosysSeqAreaShare_pct=44.4
export IMPL_layout_cells_sized_above_1_pct=46.9
export IMPL_avgViaCountPerCell=2.33
export IMPL_type_of_the_worst_setup_path="reg -> reg"
export IMPL_worst_slew_margin_rel_pct=86.3
export IMPL_synthSimpleGateAreaFrac_pct=29.2
export IMPL_count_of_unique_library_cells_instantiated_by_yosys=13
export IMPL_maxCapViolCount=0
export IMPL_postLayoutCoreUtil_pct=10.9
export IMPL_yosysTopAreaCell="dfxtp_1"
export IMPL_cp_start_kind="register"
export IMPL_fp_dieH_um=80
export IMPL_hold_path_class="reg -> reg"
export IMPL_maxSlewViolCount=0
export IMPL_openroad_warnings=28
export IMPL_fillers=405
export IMPL_synth_chip_area_um2=180
export IMPL_worst_skew_pair_late_latency_ns=0.23
export IMPL_grt_pass1_vias=203
export IMPL_drtIter0Drc=2
export IMPL_gr_total_overflow=0
export IMPL_max_freq_mhz=909
export IMPL_antenna_diode_count=0
## worst reg2reg max path: cells and delay by family, from the launching register on
kind            cells  cell delay [ns]
compound gates      1             0.13
fa+ha+maj           1             0.15
buf+inv             1             0.05
flops               1             0.33
simple gates        1             0.37
## report_power, final
group,leakage [uW],switching [uW],internal [uW]
registers,0.0000350,9.79,154
logic,0.0000921,25.3,41.7
clock network,0.0000138,56.5,122
## cell usage after synthesis
| master | n |
|---|---|
| inv_1 | 1 |
| nand3b_1 | 1 |
| a31oi_1 | 1 |
| or3b_1 | 1 |
| or2b_1 | 1 |
| a21oi_1 | 1 |
| ha_1 | 2 |
| nand2_1 | 2 |
| dfxtp_1 | 4 |
| nand3_1 | 1 |
| o21bai_1 | 1 |
| nand4b_1 | 1 |
| nor2_1 | 2 |
## layer usage
layer / share of wire [%] / global-route usage [%] / up-vias / routed length, um
met5: 0 / 0 / - / 0
met3: 11 / 1.59 / 0 / 62
met1: 56 / 2.73 / 80 / 308
met2: 33 / 2.25 / 10 / 184
li1: - / - / 92 / -
met4: 0 / 0.176 / 0 / 0
## final timing paths
kind,startpoint,end,depth (start not counted)
max,q[1]$_SDFF_PP0_,q[3]$_SDFF_PP0_,4
min,q[0]$_SDFF_PP0_,q[0]$_SDFF_PP0_,1
max reg2reg,q[1]$_SDFF_PP0_,q[3]$_SDFF_PP0_,4
min reg2reg,q[0]$_SDFF_PP0_,q[0]$_SDFF_PP0_,1
## cell families after synthesis
group                      count (synthesis)
and+or+nand+nor                            9
DFF                                        4
AOI/OAI and AO/OA                          3
adders and majority gates                  2
buffers and inverters                      1
## timing repair
| action | 4_1_cts | 5_1_grt |
|---|---|---|
| gates resized | 11 | 3 |
| pin swaps | 2 | 1 |
| buffers inserted | 3 | 0 |
| endpoints found under the setup margin | 5 | 2 |
## metrics by stage
step / total power [uW] / instance area [um^2]
after detailed placement: 228 / 312
after CTS: 416 / 363
after global routing: 440 / 372
after floorplan: 184 / 181
after global placement: 223 / 312
final: 409 / 372
## layout make-up
type / count / area [um^2] / area share, %
flip-flops and latches: 4 / 90.1 / 24.2
multi-input cells: 14 / 111 / 30.0
repair buffers: 10 / 86.3 / 23.2
clock buffers: 3 / 22.5 / 6.06
well taps: 46 / 57.6 / 15.5
inverters: 1 / 3.75 / 1.01
Power figures rest on the tool's default switching activity, not on a simulated workload.
