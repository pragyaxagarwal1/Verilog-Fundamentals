File: /design/flow/constraint.sdc
current_design cld

set clk_period 3.0
set clk_io_pct 0.2

create_clock -name clk0 -period $clk_period

set non_clock_inputs [all_inputs -no_clocks]
set_input_delay [expr $clk_period * $clk_io_pct] -clock clk0 $non_clock_inputs
set_output_delay [expr $clk_period * $clk_io_pct] -clock clk0 [all_outputs]
File: /design/flow/run.sh
#!/bin/bash
# OpenROAD 26Q1-2900-gdf79404cd8, Yosys 0.63+post, stock flow scripts
make -C /OpenROAD-flow-scripts/flow DESIGN_CONFIG=/design/flow/config.mk WORK_HOME=/design/flow/orfs finish
File: /design/flow/config.mk
export PLATFORM = sky130hd
export DESIGN_NAME = cld
export DESIGN_NICKNAME = cld
export VERILOG_FILES = /design/flow/design.v
export SDC_FILE = /design/flow/constraint.sdc
export NUM_CORES = 4
export LEC_CHECK = 1
export CORE_AREA = 10 10 70 70
export DIE_AREA = 0 0 80 80
File: /design/flow/design.v
module cld(A,B,S,Cin,Cout);
input [3:0] A,B;
input Cin;
output [3:0]S; 
output Cout;
wire [3:0] P,G,Ci;
assign P[0]=A[0]^B[0];
assign G[0]=A[0]&B[0];
assign P[1]=A[1]^B[1];
assign G[1]=A[1]&B[1];
assign P[2]=A[2]^B[2];
assign G[2]=A[2]&B[2];
assign P[3]=A[3]^B[3];
assign G[3]=A[3]&B[3];
assign Ci[0]=Cin;
assign Ci[1]=G[0]|(P[0]&Cin);
assign Ci[2]=G[1]|(P[1]&G[0])|(P[1]&P[0]&Cin);
assign Ci[3]=G[2]|(P[2]&G[1])|(P[2]&P[1]&G[0])|(P[2]&P[1]&P[0]&Cin);
assign S=A^B^Ci;
assign Cout=G[3]|(P[3]&G[2])|(P[3]&P[2]&G[1])|(P[3]&P[2]&P[1]&G[0])|(P[3]&P[2]&P[1]&P[0]&Cin);
endmodule
==> impl_metrics.yaml <==
# physical design summary
global_route:
  grt_pass1_wl_um: 876
  track_usage_pct: 1.71
  grt_pass1_vias: 189
  grt_max_degree: 4
  antenna_found_initial: 0
  grt_remaining_overflow: 0
setup_path:
  cp.arrival_ns: 2.27
  crit_fanout: 3
  critPathKind: "in -> out"
  worst_setup_path_end_kind: "output port"
  required_ns: 2.40
  crit_path_start_kind: "input pin"
sta:
  tightest_slew_ns: 0.153
  fin_tns_setup_ns: 0
  max_freq_mhz: 348
  finalMaxSlewViolations: 0
  setup_viol: 0
  rsz0062_at_grt: "no"
  fin_crit_sh_pct: 95.8
  max-slew-margin-rel_pct: 89.8
  hold_ws_ns: 2.04
  hold_violations: 0
  fin_crit_ns: 2.87
logic_synthesis:
  syn_avg_cell_area_um2: 8.51
  ys_sh_aoi_pct: 25.0
  synth.mux.area_fraction_pct: 0
  synthSimpleGateAreaFrac_pct: 2.21
  synth_seq_share_pct: 0
  yosys.cell_types.count: 10
  ys.warnings.count: 0
  synth_cells: 20
  adder_share_pct: 48.5
  ys_sh_xor_pct: 15.4
  yosys-stat-area_um2: 170
  yosys_cells: 20
  logic_family: "adder cells"
  synth_area_um2: 170
final_layout:
  lay_top_cells: "clkdlybuf4s50_1, ha_1, inv_1"
  regArea_um2: 0
  layout_top_cell: "clkdlybuf4s50_1"
  drive_gt1_share_pct: 8.82
  ff_count: 0
  fillers: 401
  syn_to_final_growth_pct: 120
  clkbuf_count: 0
placement:
  globalplace.congestion: 0.713
  portBuffers: 14
  dp_hpwl_um: 539
die:
  num_io_pins: 14
  dieArea_um2: 6400
  num_rows: 21
  die_height_um: 80
  initCoreUtil_pct: 4.98
  fp.dieW_um: 80
  core_um2: 3420
power:
  power.density_nw_per_um2: 171
  power.leakage_nw: 0.165
  ir_worst_vdd_mv: 0.0823
drt:
  antenna_left: 0
  wirelength_um: 586
  diodes: 0
  drtIter0Drc: 8
  drc: 0
  wl_per_cell_um: 7.33
  dr.pass1.iters: 2
  avgViaCountPerCell: 2.14
  vias: 171
run:
  maxCapViolations: 0
  warnings: 33
worst_hold_path:
  hold_class: "in -> out"
run_status:
  status: "completed"
cts:
  holdBufCountCts: 0
## final timing paths
path              depth (start not counted)  startpoint  endpoint
hold / removal                            4        B[2]      S[2]
setup / recovery                          6        A[0]      S[3]
## layer usage
| metal | global-route usage, % | vias up | wire length [um] |
|---|---|---|---|
| met1 | 2.65 | 61 | 338 |
| met4 | 0 | 0 | 0 |
| met5 | 0 | - | 0 |
| met2 | 1.52 | 13 | 121 |
| li1 | - | 97 | - |
| met3 | 1.70 | 0 | 125 |
## metrics by stage
step | instances | worst slack (ns) | cell area [um2] | util (%) | total power, mW
after detailed placement | 80 | 0.0726 | 368 | 10.8 | 0.0645
after global routing | 80 | 0.0348 | 374 | 11.0 | 0.0718
after CTS | 80 | 0.0486 | 368 | 10.8 | 0.0655
after global placement | 80 | 0.0877 | 368 | 10.8 | 0.0636
final | 80 | 0.125 | 374 | 11.0 | 0.0639
after floorplan | 20 | 1.10 | 170 | - | 0.0232
## timing repair
action | 4_1_cts | 5_1_grt
buffers inserted | 0 | 0
endpoints found under the setup margin | 0 | 3
gates resized | 0 | 2
## report_power, final
group	internal, mW	switching, mW
Combinational	0.0430	0.0209
Sequential	0	0
Clock	0	0
## synthesized netlist by cell type
library cell | n | area, um2
inv_1 | 4 | 15.0
xor2_1 | 1 | 8.76
nand2_1 | 1 | 3.75
a21o_1 | 2 | 15.0
o21ai_2 | 1 | 8.76
ha_1 | 5 | 62.6
xnor2_1 | 2 | 17.5
a21oi_2 | 1 | 8.76
a21oi_1 | 2 | 10.0
fa_1 | 1 | 20.0
## worst max-delay path, cell delays in order
cell             delay [ns]
clkdlybuf4s50_1        0.46
ha_1                   0.33
a21oi_2                0.06
o21ai_2                0.17
xor2_1                 0.16
clkdlybuf4s50_1        0.48
## cells by family (layout without fill, tap and decap cells)
kind of cell | after synthesis | in the layout
adders and majority gates | 6 | 6
xor gates and xnor gates | 3 | 3
AOI/OAI and AO/OA | 6 | 6
buffers and inverters | 4 | 18
and+or+nand+nor | 1 | 1
## final cells by class
| cell class | count | area, um2 | share of cell area, % |
|---|---|---|---|
| Timing Repair Buffer | 14 | 143 | 38.1 |
| Tap cell | 46 | 57.6 | 15.4 |
| Multi-Input combinational cell | 16 | 159 | 42.5 |
| Inverter | 4 | 15.0 | 4.01 |
Power and IR drop assume default switching activity.
